File: ./config.mk
export PLATFORM = sky130hd
export DESIGN_NAME = pwm
export DESIGN_NICKNAME = pwm
export VERILOG_FILES = /design/flow/design.v
export SDC_FILE = /design/flow/constraint.sdc
export NUM_CORES = 4
export LEC_CHECK = 1
export CORE_UTILIZATION = 40
File: ./run.sh
#!/bin/bash
# OpenROAD 26Q1-2900-gdf79404cd8, Yosys 0.63+post, stock flow scripts
make -C /OpenROAD-flow-scripts/flow DESIGN_CONFIG=/design/flow/config.mk WORK_HOME=/design/flow/orfs finish
File: ./design.v
`timescale 1ns / 1ps
module dff_pwm (clk,en,D,Q);
    input clk,en,D;
    output reg Q;
    always @(posedge clk)
    begin
        if(en==1)  
            Q <= D;
    end
endmodule 
`timescale 1ns / 1ps
module pwm
(
    clk,  
    increase_duty,  
    decrease_duty,  
    PWM_OUT,  
    seg,
    an
);
    input clk;
    input increase_duty;
    input decrease_duty;
    output PWM_OUT;
    output reg [6:0] seg;         
    output reg [3:0] an;          
    wire slow_clk_enable;  
    reg [27:0] counter_debounce=0; 
    wire tmp1,tmp2,duty_inc; 
    wire tmp3,tmp4,duty_dec; 
    reg [3:0] counter_PWM=0; 
    reg [3:0] DUTY_CYCLE=5;  
    always @(posedge clk)
    begin
        counter_debounce <= counter_debounce + 1;
        if(counter_debounce>=25000000)  
            counter_debounce <= 0;
    end
    assign slow_clk_enable = counter_debounce == 25000000 ?1:0;
    dff_pwm PWM_DFF1(clk,slow_clk_enable,increase_duty,tmp1);
    dff_pwm PWM_DFF2(clk,slow_clk_enable,tmp1, tmp2);
    assign duty_inc =  tmp1 & (~ tmp2) & slow_clk_enable;
    dff_pwm PWM_DFF3(clk,slow_clk_enable,decrease_duty, tmp3);
    dff_pwm PWM_DFF4(clk,slow_clk_enable,tmp3, tmp4);
    assign duty_dec =  tmp3 & (~ tmp4) & slow_clk_enable;
    always @(posedge clk)
    begin
        if(duty_inc==1 && DUTY_CYCLE <= 9)
            DUTY_CYCLE <= DUTY_CYCLE + 1; 
        else if(duty_dec==1 && DUTY_CYCLE>=1)
            DUTY_CYCLE <= DUTY_CYCLE - 1; 
    end
    always @(posedge clk)
    begin
        counter_PWM <= counter_PWM + 1;
        if(counter_PWM>=9)
            counter_PWM <= 0;
    end
   always @ (posedge clk) begin
        an <= 4'b1110;  
    end
    always @ (posedge clk) begin
        if(DUTY_CYCLE==5)
        seg <= 7'b0010010;
        else if(DUTY_CYCLE==6)
        seg <= 7'b0000010;
        else if(DUTY_CYCLE==7)
        seg <= 7'b1111000;
        else if(DUTY_CYCLE==8)
        seg <= 7'b0000000;
        else if(DUTY_CYCLE==9)
        seg <= 7'b0010000;
        else if(DUTY_CYCLE==4)
        seg <= 7'b0011001;
        else if(DUTY_CYCLE==3)
        seg <= 7'b0110000;
        else if(DUTY_CYCLE==2)
        seg <= 7'b0100100;
        else if(DUTY_CYCLE==1)
        seg <= 7'b1111001;
        else
        seg <= 7'b1111111;
    end
    assign PWM_OUT = counter_PWM < DUTY_CYCLE ? 1:0;
endmodule
File: ./constraint.sdc
current_design pwm

set clk_period 3.8
set clk_io_pct 0.2

create_clock -name clk0 -period $clk_period [get_ports {clk}]

set non_clock_inputs [all_inputs -no_clocks]
set_input_delay [expr $clk_period * $clk_io_pct] -clock clk0 $non_clock_inputs
set_output_delay [expr $clk_period * $clk_io_pct] -clock clk0 [all_outputs]
==> impl_metrics.yaml <==
# flow metrics
clock_tree:
  cts_max_level: 2
  cts_buffers: 5
  post_cts.resized_instances: 0
  tritoncts: "done"
  postCtsSetupRepairBufs: 0
  clkSlewWorstSetupHoldPaths_ps: 90
  root_buffer_cell: "sky130_fd_sc_hd__clkbuf_8"
  cts_hold_buf: 0
  cts_buffer_depth: 2
  cts.sinks: 47
  clk-insertion-delay-late_ps: 300
grt:
  wire_length_of_the_first_global_routing_pass_mm: 6.17
  antenna_found_initial: 0
  first_global_vias: 1414
  grtUsageTotal_pct: 12.9
  gr-total-overflow: 0
  grt_start_max_net_pins: 18
yosys:
  yosys-stat-cells: 247
  synth_warnings: 2
  asyncSetResetFlopFracSynth_pct: 0
  synth_cell_types: 43
  yosys-stat-area_um2: 2280
  yosys_most_used_dff: "sky130_fd_sc_hd__dfxtp_1"
  ys_seq_share_pct: 44.8
  syn_area_um2: 2280
  enable_flop_cells: 8
  ys_ff: 47
  syn-instance-count: 247
  synth_area_per_cell_um2: 9.22
setup_path:
  critical_path_peak_fanout: 14
  cp_cell_sequence: "inv_1 -> ha_1 -> o21ai_0 -> nand2b_1 -> a21oi_1 -> clkdlybuf4s50_1"
  worst_path_dominant_cell_family: "flip-flops"
  critical_path.n_buffers_inverters: 2
  critPathLaunchType: "flip-flop"
  cp-end-kind: "primary output"
  path_class: "reg2out"
  slowest_stage: "sky130_fd_sc_hd__edfxtp_1"
  max_incr_delay_on_cp_ps: 630
  worst-endpoint-arrival_ps: 2130
  ff2ff_setup_slack_ps: 1610
  cp_data_required_time_ps: 3040
timing:
  setup_violating_endpoint_count_in_the_final_report: 0
  worst_clock_skew_on_the_final_layout_ps: 13.4
  worst-slew-pin-transition_ps: 556
  fmax_ghz: 0.346
  rsz0062_at_grt: "no"
  final.hold.worst_slack_ps: 458
  setup_tns_ps: 0
  layout_worst_path_cycle_share_pct: 76.1
  setup_slack_ps: 907
  finalMaxSlewViolations: 0
  hold_viol_final: 0
  max_slew_margin_pct: 62.8
  period_needed_ps: 2890
status:
  outcome: "finished clean"
placement:
  gp_routability_congestion: 0.810
  dp_worst_setup_slack_ps: 1240
  detailedPlacementHpwl_mm: 2.56
  place.port_buffers: 10
  place_inst: 324
pwr:
  power_density_nw_per_um2: 342
  power_leakage_nw: 0.953
  worst_voltage_drop_across_the_vdd_grid_mv: 0.305
route:
  routed_wire_length_per_instance_um: 10.9
  dr_total_vias: 1589
  total_antenna_diodes_in_the_routed_design: 0
  detailed_routing_iterations_pass_1: 4
  detailedRoute.firstIterationViolations: 55
  drcViolationCount: 0
  routed_wl_mm: 3.62
  avgViaCountPerCell: 4.79
  ant_nets: 0
job:
  max_cap_violations: 0
  openroad.warnings: 31
floorplan:
  core_area_um2: 5510
  fp-row-count: 27
  floorplan.die.height_um: 77.5
  ios: 15
  floorplan.die_area_um2: 6000
  initial_cell_density_of_the_core_pct: 41.4
  die_width_um: 77.5
cells_and_area:
  layout_top_cells: "sky130_fd_sc_hd__nor2_1, sky130_fd_sc_hd__dfxtp_1, sky130_fd_sc_hd__xor2_1"
  final_cells: 332
  final_common_cell: "sky130_fd_sc_hd__nor2_1"
  drive_above_1_share_pct: 6.15
  area.growth.synth_to_final_pct: 11.4
min_path:
  hp-class: "reg2reg"
## worst reg2reg max path, stage by stage (launching register included)
cell,delay (ps)
sky130_fd_sc_hd__edfxtp_1,470
sky130_fd_sc_hd__inv_1,130
sky130_fd_sc_hd__ha_1,360
sky130_fd_sc_hd__o21bai_1,150
sky130_fd_sc_hd__a21oi_2,210
sky130_fd_sc_hd__nand3_2,170
sky130_fd_sc_hd__and3_1,190
sky130_fd_sc_hd__a221o_1,260
## metal layers
metal | vias to the layer above | wire, um | track usage [%]
met1 | 701 | 1870 | 19.4
li1 | 858 | - | -
met2 | 23 | 1580 | 20.3
met4 | 0 | 48 | 1.70
met5 | - | 0 | 0
met3 | 7 | 115 | 2.63
## area by class of cell
cell class | instances | area [um^2]
fillers | 542 | 2970
multi-input cells | 179 | 1160
flip-flops and latches | 47 | 1020
repair buffers | 11 | 108
well taps | 72 | 90.1
clock buffers | 5 | 68.8
inverters | 15 | 56.3
clock inverters | 3 | 38.8
## sequential cells by signal, summed over array words and instances (netlist names)
register and count:
counter_debounce 28, counter_PWM 4, PWM_DFF3.Q 1, DUTY_CYCLE 4
seg 7, PWM_DFF1.Q 1, PWM_DFF2.Q 1, PWM_DFF4.Q 1
## Yosys cell counts (2+ instances only)
master | number | area (um^2)
sky130_fd_sc_hd__a31oi_1 | 2 | 12.5
sky130_fd_sc_hd__edfxtp_1 | 8 | 240
sky130_fd_sc_hd__nor4_4 | 2 | 42.5
sky130_fd_sc_hd__nand2b_1 | 3 | 18.8
sky130_fd_sc_hd__conb_1 | 2 | 7.51
sky130_fd_sc_hd__dfxtp_1 | 39 | 781
sky130_fd_sc_hd__o21ai_0 | 9 | 45.0
sky130_fd_sc_hd__nand2_1 | 13 | 48.8
sky130_fd_sc_hd__inv_1 | 15 | 56.3
sky130_fd_sc_hd__nor3_1 | 6 | 30.0
sky130_fd_sc_hd__xnor2_1 | 6 | 52.6
sky130_fd_sc_hd__and3_1 | 2 | 12.5
sky130_fd_sc_hd__nand4_1 | 7 | 43.8
sky130_fd_sc_hd__nand3_1 | 13 | 65.1
sky130_fd_sc_hd__mux2i_1 | 2 | 20.0
sky130_fd_sc_hd__nor2_1 | 40 | 150
sky130_fd_sc_hd__a21oi_1 | 11 | 55.1
sky130_fd_sc_hd__ha_1 | 12 | 150
sky130_fd_sc_hd__and4_1 | 2 | 17.5
sky130_fd_sc_hd__clkbuf_1 | 4 | 15.0
sky130_fd_sc_hd__xor2_1 | 18 | 158
sky130_fd_sc_hd__nand3b_1 | 3 | 22.5
sky130_fd_sc_hd__a21boi_0 | 2 | 15.0
sky130_fd_sc_hd__nor4_1 | 2 | 12.5
sky130_fd_sc_hd__buf_4 | 6 | 45.0
## worst paths after layout
path / start / to / cells after the start
worst max-delay path: DUTY_CYCLE[2]$_DFFE_PP_ / PWM_OUT / 6
worst min-delay path: PWM_DFF1.Q$_DFFE_PP_ / PWM_DFF2.Q$_DFFE_PP_ / 0
worst max register to register: DUTY_CYCLE[0]$_DFFE_PP_ / DUTY_CYCLE[3]$_DFFE_PP_ / 7
worst min register to register: PWM_DFF1.Q$_DFFE_PP_ / PWM_DFF2.Q$_DFFE_PP_ / 0
## where the power goes
| group | leakage [nW] | switching (mW) | internal (mW) |
|---|---|---|---|
| clock | 0.0556 | 0.161 | 0.193 |
| sequential | 0.381 | 0.000914 | 0.506 |
| combinational | 0.516 | 0.00455 | 0.00319 |
| total | 0.953 | 0.166 | 0.702 |
## through the flow
step	util, %	total power [mW]	cell area (um^2)
after floorplan	-	0.526	2300
after global placement	44.1	0.527	2430
after detailed placement	44.1	0.527	2430
after CTS	46.1	0.887	2540
after global routing	46.1	0.908	2540
final	46.1	0.869	2540
## cells by family (layout without fill, tap and decap cells)
group / after synthesis / in the layout / share of synthesized area, %
simple gates: 100 / 100 / 23.7
buf+inv: 26 / 34 / 5.27
xor+xnor: 24 / 24 / 9.23
mux: 2 / 2 / 0.879
fa+ha+maj: 12 / 12 / 6.59
flops: 47 / 47 / 44.8
other cells: 2 / 7 / 0.330
compound gates: 34 / 34 / 9.23
Power is estimated from default activity; no workload was simulated.
